### ./design.v
`timescale 1ns / 1ps
module pipelining(f,a,b,c,d,clk);
parameter N = 10 ;
input [N-1:0] a,b,c,d;
input clk;
output [N-1:0] f;
reg [N-1:0] L12_X1,L12_X2,L12_D,L23_X3,L23_D,L34_F;
assign L34_F= f;
always @(posedge clk)
begin
L12_X1= #4 a+b ;
L12_X2= #4 c-d ;
L12_D= d ;
end 
always @(posedge clk)
begin
L23_X3= #4 L12_X1 + L12_X2;
L23_D= L12_D;
end
always @(posedge clk)
L34_F <= #6 L23_X3 * L23_D ;
endmodule
### ./run.sh
#!/bin/bash
# OpenROAD 26Q1-2900-gdf79404cd8, Yosys 0.63+post, stock flow scripts
make -C /OpenROAD-flow-scripts/flow DESIGN_CONFIG=/design/flow/config.mk WORK_HOME=/design/flow/orfs finish
### ./config.mk
export PLATFORM = sky130hd
export DESIGN_NAME = pipelining
export DESIGN_NICKNAME = pipelining
export VERILOG_FILES = /design/flow/design.v
export SDC_FILE = /design/flow/constraint.sdc
export NUM_CORES = 4
export LEC_CHECK = 1
export CORE_UTILIZATION = 50
### ./constraint.sdc
current_design pipelining

set clk_period 4.8
set clk_io_pct 0.2

create_clock -name clk0 -period $clk_period [get_ports {clk}]

set non_clock_inputs [all_inputs -no_clocks]
set_input_delay [expr $clk_period * $clk_io_pct] -clock clk0 $non_clock_inputs
set_output_delay [expr $clk_period * $clk_io_pct] -clock clk0 [all_outputs]
==> CHANGELOG.md <==
### Metrics

* Clock share of power at 15.4%
* Antenna-violating nets left at 0
* Cells in synth_stat.txt at 393
* M1 WL at 3022 µm
* Crit-path cells: nand2_1, fa_1, inv_1, fa_1, inv_1, fa_1, inv_1, fa_1, inv_1, fa_1, xnor2_1, xnor2_1, xnor2_1, xnor2_1, xnor2_1, xnor2_1
* Clock sink count at 60
* Total global-route track usage at 18.73%
* Maximum number of pins on one net before global-route repair at 11
* Maxcap violations at 0
* Setup violations, final at 0
* Critical Path Fanout Max at 8
* Most numerous logic cell after layout: dfxtp_1
* Cell repeated most along the worst path: xnor2_1
* Final wirelength at 6341 µm
* HP Class: flop to flop
* Number of enable flip-flop cells at 0
* First-pass GRT wire length at 11,040 µm
* Met2 Routed Length at 3070 µm
* Total power at 3661 µW
* CP max stage delay at 0.53 ns
* Die area at 7960 µm²
* Distinct lib cells used at 33
* HPWL after DPL at 5259 µm
* First-pass detailed-route iteration total at 4
* Final Hold Violation Tally at 0
* Core box area at 7292 µm²
* Fin Hold WS at 0.3210 ns
* Slew headroom at 70.85%
* Insertion Delay late pin at 0.33 ns
* Synthesized area at 3804 µm²
* CTS max path bufs at 2
* Lkg Pwr at 0.002246 µW
* Met3 wire length at 166 µm
* Top cells excl fill/tap: dfxtp_1, inv_1, ha_1, clkdlybuf4s50_1, nand2_1
* Top delay family on crit path: adder cells
* Flop pwr share at 20.6%
* Post-synth ARST share at 0%
* Starting Density at 52.16%
* Int Pwr at 2243 µW
* Period utilization at 87.87%
* Max layer used: met4
* Crit path max-delay cell type: fa_1
* Post-CTS Hold Fix Bufs at 0
* Final core area utilization at 64.09%
* Storage element area at 1201 µm²
* Setup crit end kind: flop
* Synthesized area per cell at 9.678 µm²
* Post-route worst setup slack at 0.5824 ns
* Combinational fraction of design power at 64.1%
* Chip Width at 89.22 µm
* WL/cell at 11.38 µm
* RSZ-0062 raised after global routing: false
* Slew Limit Fails at 0
* Fraction of final layout cells sized beyond drive strength 1 at 5.022%
* Number of global-route vias before repair at 2,512
* Log Warnings at 26
* Yosys warning total at 2
* Crit path DRT at 5.06 ns
* Total negative setup slack at 0 ns
* CTS Buf Count at 9
* Status: finished clean
* Slew @ Worst Pin at 0.4358 ns
* Crit path DAT at 4.47 ns
* Clock transition at path regs at 0.07 ns
* Net switching power at 1419 µW
* Syn-to-layout area delta at 22.86%
* Switching Fraction at 38.74%
* Yosys stat chip area at 3804 µm²
* Total number of vias at 2,628
* Synth flops at 60
* Max Fclk at 0.2371 GHz
* Seq share, synth at 31.58%
* Startpoint types: flop
* Io pins at 51
* Clock Skew at 0.006285 ns
* Antenna Cells at 0
* CTS Root Cell: clkbuf_8
* Antenna violations before repair at 0
* Buf/Inv on CP at 4
* Logic cell area at 2380 µm²
* Fin crit period at 4.218 ns
* GP Congestion at 0.8543
* Post-Synthesis Cells at 393
* Total grt overflow at 0
* Pre-CTS setup slack at 0.5605 ns
* Post-CTS setup buffers at 0
* Ys flop type: dfxtp_1
* Fillcell total at 619
* PostCTS Resize Cnt at 0
* DIE HEIGHT at 89.22 µm
* Pwr Density at 783.5 nW/µm²
* Std cell rows at 31
* CTS tree: yes
* DRT iter0 DRCs at 52
* DRC at 0
* Crit path kind: flop to flop
* Max VDD drop at 0.0004261 V
* Avg Vias per Cell at 4.718
* Port bufs at 50
* # H-tree levels at 3
[power groups by stage]
| stage | clock network (µW) | logic (µW) | registers (µW) |
|---|---|---|---|
| 5_1_grt | 605 | 2770 | 766 |
| 4_1_cts | 579 | 2420 | 755 |
| 6_report | 563 | 2350 | 753 |
[synthesized netlist by cell type (6+ instances only)]
master,count,share of area (%)
dfxtp_1,60,32
inv_1,58,5.7
ha_1,51,17
nand2_1,42,4.1
xnor2_1,29,6.7
fa_1,25,13
and2_1,19,3.1
xor2_1,14,3.2
a21oi_1,11,1.4
nor2_1,11,1.1
nor2b_1,9,1.5
a21o_1,8,1.6
o21ai_0,8,1.1
nor3_1,7,0.92
and3_1,6,0.99
[kinds of logic (layout without fill, tap and decap cells)]
kind of cell             Yosys count  after routing  synth area share (%)
buffers and inverters             59            124                 5.855
XOR/XNOR                          43             43                 9.901
adder cells (fa/ha/maj)           76             76                 29.93
AND/OR/NAND/NOR                  107            107                 13.82
flip-flops                        60             60                 31.58
AND-OR/OR-AND                     48             48                 8.915
[metrics by stage]
step | cells | cell area (µm²)
floorplan | 393 | 3804
global placement | 541 | 4423
detailed placement | 541 | 4423
CTS | 557 | 4673
global route | 557 | 4673
finish | 557 | 4673
[sequential cells by signal (all words and copies together), names as in the netlist]
name    count
L23_D      10
L12_X2     10
L34_F      10
L23_X3     10
L12_D      10
L12_X1     10
[layer usage]
layer	track usage [%]	up-vias
met4	2.453	0
met5	0	-
met1	26.76	1185
li1	-	1393
met3	3.371	7
met2	31.71	43
[worst paths after layout]
kind         startpoint  cells after the start  slack, ns  endpoint
min            L12_D[4]                      0       0.32  L23_D[4]
max            L23_D[2]                     16       0.58  L34_F[9]
max reg2reg    L23_D[2]                     16       0.58  L34_F[9]
min reg2reg    L12_D[4]                      0       0.32  L23_D[4]
[final cells by class]
class | instances | area share (%)
Clock inverter | 4 | 2.035
Inverter | 58 | 4.659
Multi-Input combinational cell | 274 | 50.92
Sequential cell | 60 | 25.70
Clock buffer | 12 | 3.320
Timing Repair Buffer | 50 | 10.71
Tap cell | 99 | 2.651
Power is estimated from default activity; no workload was simulated.
