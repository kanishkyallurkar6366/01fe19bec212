$ cat ./design.v
module tic_tac_toe_game(
     input clock,
     input reset,  
     input play,  
     input pc, 
     input [3:0] computer_position,player_position, 
     output wire [1:0] pos1,pos2,pos3,
     pos4,pos5,pos6,pos7,pos8,pos9,
     output wire[1:0]who 
     );
 wire [15:0] PC_en; 
 wire [15:0] PL_en; 
 wire illegal_move;  
 wire win;  
 wire computer_play;  
 wire player_play;  
 wire no_space;  
  position_registers position_reg_unit(
      clock,  
      reset, 
      illegal_move,  
      PC_en[8:0],  
      PL_en[8:0], 
      pos1,pos2,pos3,pos4,pos5,pos6,pos7,pos8,pos9
      );
 winner_detector win_detect_unit(pos1,pos2,pos3,pos4,pos5,pos6,pos7,pos8,pos9,win,who);
 position_decoder pd1(computer_position,computer_play,PC_en);
 position_decoder pd2(player_position,player_play,PL_en); 
  illegal_move_detector imd_unit(
   pos1,pos2,pos3,pos4,pos5,pos6,pos7,pos8,pos9, 
   PC_en[8:0], PL_en[8:0], 
   illegal_move
   );
 nospace_detector nsd_unit(
   pos1,pos2,pos3,pos4,pos5,pos6,pos7,pos8,pos9, 
   no_space
    ); 
 fsm_controller tic_tac_toe_controller(
     clock, 
     reset, 
     play,  
     pc, 
     illegal_move, 
     no_space, 
     win,  
     computer_play,  
     player_play  
     );    
endmodule 
module position_registers(
      input clock,  
      input reset,  
      input illegal_move,  
      input [8:0] PC_en,  
      input [8:0] PL_en,  
      output reg[1:0] pos1,pos2,pos3,pos4,pos5,pos6,pos7,pos8,pos9 
      );
 always @(posedge clock or posedge reset)
 begin
  if(reset) 
   pos1 <= 2'b00;
  else begin
   if(illegal_move==1'b1)
    pos1 <= pos1; 
   else if(PC_en[0]==1'b1)
    pos1 <= 2'b10;  
   else if (PL_en[0]==1'b1)
    pos1 <= 2'b01; 
   else 
    pos1 <= pos1; 
  end 
 end 
 always @(posedge clock or posedge reset)
 begin
  if(reset) 
   pos2 <= 2'b00;
  else begin
   if(illegal_move==1'b1)
    pos2 <= pos2; 
   else if(PC_en[1]==1'b1)
    pos2 <= 2'b10;  
   else if (PL_en[1]==1'b1)
    pos2 <= 2'b01; 
   else 
    pos2 <= pos2; 
  end 
 end 
 always @(posedge clock or posedge reset)
 begin
  if(reset) 
   pos3 <= 2'b00;
  else begin
   if(illegal_move==1'b1)
    pos3 <= pos3; 
   else if(PC_en[2]==1'b1)
    pos3 <= 2'b10;  
   else if (PL_en[2]==1'b1)
    pos3 <= 2'b01; 
   else 
    pos3 <= pos3; 
  end 
 end  
 always @(posedge clock or posedge reset)
 begin
  if(reset) 
   pos4 <= 2'b00;
  else begin
   if(illegal_move==1'b1)
    pos4 <= pos4; 
   else if(PC_en[3]==1'b1)
    pos4 <= 2'b10;  
   else if (PL_en[3]==1'b1)
    pos4 <= 2'b01; 
   else 
    pos4 <= pos4;
  end 
 end 
 always @(posedge clock or posedge reset)
 begin
  if(reset) 
   pos5 <= 2'b00;
  else begin
   if(illegal_move==1'b1)
    pos5 <= pos5; 
   else if(PC_en[4]==1'b1)
    pos5 <= 2'b10;  
   else if (PL_en[4]==1'b1)
    pos5 <= 2'b01; 
   else 
    pos5 <= pos5; 
  end 
 end 
 always @(posedge clock or posedge reset)
 begin
  if(reset) 
   pos6 <= 2'b00;
  else begin
   if(illegal_move==1'b1)
    pos6 <= pos6; 
   else if(PC_en[5]==1'b1)
    pos6 <= 2'b10;  
   else if (PL_en[5]==1'b1)
    pos6 <= 2'b01; 
   else 
    pos6 <= pos6; 
  end 
 end 
 always @(posedge clock or posedge reset)
 begin
  if(reset) 
   pos7 <= 2'b00;
  else begin
   if(illegal_move==1'b1)
    pos7 <= pos7; 
   else if(PC_en[6]==1'b1)
    pos7 <= 2'b10;  
   else if (PL_en[6]==1'b1)
    pos7 <= 2'b01; 
   else 
    pos7 <= pos7; 
  end 
 end 
 always @(posedge clock or posedge reset)
 begin
  if(reset) 
   pos8 <= 2'b00;
  else begin
   if(illegal_move==1'b1)
    pos8 <= pos8; 
   else if(PC_en[7]==1'b1)
    pos8 <= 2'b10;  
   else if (PL_en[7]==1'b1)
    pos8 <= 2'b01; 
   else 
    pos8 <= pos8; 
  end 
 end 
 always @(posedge clock or posedge reset)
 begin
  if(reset) 
   pos9 <= 2'b00;
  else begin
   if(illegal_move==1'b1)
    pos9 <= pos9; 
   else if(PC_en[8]==1'b1)
    pos9 <= 2'b10;  
   else if (PL_en[8]==1'b1)
    pos9 <= 2'b01; 
   else 
    pos9 <= pos9; 
  end 
 end  
endmodule 
module fsm_controller(
     input clock, 
     input reset, 
     play,  
     pc, 
     illegal_move, 
     no_space,  
     win,  
     output reg computer_play,  
     player_play  
     );
parameter IDLE=2'b00;
parameter PLAYER=2'b01;
parameter COMPUTER=2'b10;
parameter GAME_DONE=2'b11;
reg[1:0] current_state, next_state;
always @(posedge clock or posedge reset) 
begin 
 if(reset)
  current_state <= IDLE;
 else 
  current_state <= next_state;
end 
always @(*)
 begin
 case(current_state)
 IDLE: begin 
  if(reset==1'b0 && play == 1'b1)
   next_state <= PLAYER;  
  else 
   next_state <= IDLE;
  player_play <= 1'b0;
  computer_play <= 1'b0;
 end 
 PLAYER:begin 
  player_play <= 1'b1;
  computer_play <= 1'b0;
  if(illegal_move==1'b0)
   next_state <= COMPUTER;  
  else 
   next_state <= IDLE;
 end 
 COMPUTER:begin 
  player_play <= 1'b0;
  if(pc==1'b0) begin 
   next_state <= COMPUTER;
   computer_play <= 1'b0;
  end
  else if(win==1'b0 && no_space == 1'b0)
  begin 
   next_state <= IDLE;
   computer_play <= 1'b1; 
  end 
  else if(no_space == 1 || win ==1'b1)
  begin 
   next_state <= GAME_DONE;  
   computer_play <= 1'b1; 
  end  
 end 
 GAME_DONE:begin  
  player_play <= 1'b0;
  computer_play <= 1'b0; 
  if(reset==1'b1) 
   next_state <= IDLE; 
  else 
   next_state <= GAME_DONE;  
 end 
 default: next_state <= IDLE; 
 endcase
 end
endmodule 
module nospace_detector(
   input [1:0] pos1,pos2,pos3,pos4,pos5,pos6,pos7,pos8,pos9, 
   output wire no_space
    );
wire temp1,temp2,temp3,temp4,temp5,temp6,temp7,temp8,temp9;
assign temp1 = pos1[1] | pos1[0];
assign temp2 = pos2[1] | pos2[0];
assign temp3 = pos3[1] | pos3[0];
assign temp4 = pos4[1] | pos4[0];
assign temp5 = pos5[1] | pos5[0];
assign temp6 = pos6[1] | pos6[0];
assign temp7 = pos7[1] | pos7[0];
assign temp8 = pos8[1] | pos8[0];
assign temp9 = pos9[1] | pos9[0];
assign no_space =((((((((temp1 & temp2) & temp3) & temp4) & temp5) & temp6) & temp7) & temp8) & temp9);
endmodule 
module illegal_move_detector(
   input [1:0] pos1,pos2,pos3,pos4,pos5,pos6,pos7,pos8,pos9, 
   input [8:0] PC_en, PL_en, 
   output wire illegal_move
   );
wire temp1,temp2,temp3,temp4,temp5,temp6,temp7,temp8,temp9;
wire temp11,temp12,temp13,temp14,temp15,temp16,temp17,temp18,temp19;
wire temp21,temp22;
assign temp1 = (pos1[1] | pos1[0]) & PL_en[0];
assign temp2 = (pos2[1] | pos2[0]) & PL_en[1];
assign temp3 = (pos3[1] | pos3[0]) & PL_en[2];
assign temp4 = (pos4[1] | pos4[0]) & PL_en[3];
assign temp5 = (pos5[1] | pos5[0]) & PL_en[4];
assign temp6 = (pos6[1] | pos6[0]) & PL_en[5];
assign temp7 = (pos7[1] | pos7[0]) & PL_en[6];
assign temp8 = (pos8[1] | pos8[0]) & PL_en[7];
assign temp9 = (pos9[1] | pos9[0]) & PL_en[8];
assign temp11 = (pos1[1] | pos1[0]) & PC_en[0];
assign temp12 = (pos2[1] | pos2[0]) & PC_en[1];
assign temp13 = (pos3[1] | pos3[0]) & PC_en[2];
assign temp14 = (pos4[1] | pos4[0]) & PC_en[3];
assign temp15 = (pos5[1] | pos5[0]) & PC_en[4];
assign temp16 = (pos6[1] | pos6[0]) & PC_en[5];
assign temp17 = (pos7[1] | pos7[0]) & PC_en[6];
assign temp18 = (pos8[1] | pos8[0]) & PC_en[7];
assign temp19 = (pos9[1] | pos9[0]) & PC_en[8];
assign temp21 =((((((((temp1 | temp2) | temp3) | temp4) | temp5) | temp6) | temp7) | temp8) | temp9);
assign temp22 =((((((((temp11 | temp12) | temp13) | temp14) | temp15) | temp16) | temp17) | temp18) | temp19);
assign illegal_move = temp21 | temp22 ;
endmodule 
module position_decoder(input[3:0] in, input enable, output wire [15:0] out_en);
 reg[15:0] temp1;
 assign out_en = (enable==1'b1)?temp1:16'd0;
 always @(*)
 begin
 case(in)
 4'd0: temp1 <= 16'b0000000000000001;
 4'd1: temp1 <= 16'b0000000000000010; 
 4'd2: temp1 <= 16'b0000000000000100;
 4'd3: temp1 <= 16'b0000000000001000;
 4'd4: temp1 <= 16'b0000000000010000;
 4'd5: temp1 <= 16'b0000000000100000;
 4'd6: temp1 <= 16'b0000000001000000;
 4'd7: temp1 <= 16'b0000000010000000;
 4'd8: temp1 <= 16'b0000000100000000;
 4'd9: temp1 <= 16'b0000001000000000;
 4'd10: temp1 <= 16'b0000010000000000;
 4'd11: temp1 <= 16'b0000100000000000;
 4'd12: temp1 <= 16'b0001000000000000;
 4'd13: temp1 <= 16'b0010000000000000;
 4'd14: temp1 <= 16'b0100000000000000;
 4'd15: temp1 <= 16'b1000000000000000;
 default: temp1 <= 16'b0000000000000001; 
 endcase 
end 
endmodule 
module winner_detector(input [1:0] pos1,pos2,pos3,pos4,pos5,pos6,pos7,pos8,pos9, output wire winner, output wire [1:0]who);
wire win1,win2,win3,win4,win5,win6,win7,win8;
wire [1:0] who1,who2,who3,who4,who5,who6,who7,who8;
winner_detect_3 u1(pos1,pos2,pos3,win1,who1); 
winner_detect_3 u2(pos4,pos5,pos6,win2,who2); 
winner_detect_3 u3(pos7,pos8,pos9,win3,who3); 
winner_detect_3 u4(pos1,pos4,pos7,win4,who4); 
winner_detect_3 u5(pos2,pos5,pos8,win5,who5); 
winner_detect_3 u6(pos3,pos6,pos9,win6,who6); 
winner_detect_3 u7(pos1,pos5,pos9,win7,who7); 
winner_detect_3 u8(pos3,pos5,pos6,win8,who8); 
assign winner = (((((((win1 | win2) | win3) | win4) | win5) | win6) | win7) | win8);
assign who = (((((((who1 | who2) | who3) | who4) | who5) | who6) | who7) | who8);
endmodule 
module winner_detect_3(input [1:0] pos0,pos1,pos2, output wire winner, output wire [1:0]who);
wire [1:0] temp0,temp1,temp2;
wire temp3;
assign temp0[1] = !(pos0[1]^pos1[1]);
assign temp0[0] = !(pos0[0]^pos1[0]);
assign temp1[1] = !(pos2[1]^pos1[1]);
assign temp1[0] = !(pos2[0]^pos1[0]);
assign temp2[1] = temp0[1] & temp1[1];
assign temp2[0] = temp0[0] & temp1[0];
assign temp3 = pos0[1] | pos0[0];
assign winner = temp3 & temp2[1] & temp2[0];
assign who[1] = winner & pos0[1];
assign who[0] = winner & pos0[0];
endmodule
$ cat ./run.sh
#!/bin/bash
# OpenROAD 26Q1-2900-gdf79404cd8, Yosys 0.63+post, stock flow scripts
make -C /OpenROAD-flow-scripts/flow DESIGN_CONFIG=/design/flow/config.mk WORK_HOME=/design/flow/orfs finish
$ cat ./config.mk
export PLATFORM = sky130hd
export DESIGN_NAME = tic_tac_toe_game
export DESIGN_NICKNAME = tic_tac_toe_game
export VERILOG_FILES = /design/flow/design.v
export SDC_FILE = /design/flow/constraint.sdc
export NUM_CORES = 4
export LEC_CHECK = 1
export CORE_AREA = 10 10 107 107
export DIE_AREA = 0 0 117 117
$ cat ./constraint.sdc
current_design tic_tac_toe_game

set clk_period 3.7
set clk_io_pct 0.2

create_clock -name clk0 -period $clk_period [get_ports {clock}]

set non_clock_inputs [all_inputs -no_clocks]
set_input_delay [expr $clk_period * $clk_io_pct] -clock clk0 $non_clock_inputs
set_output_delay [expr $clk_period * $clk_io_pct] -clock clk0 [all_outputs]
==> impl_metrics.toml <==
# yosys + openroad results
[job]
cap_violations = 0
warning_count = 25

[worst_hold_path]
hold_path.startpoint = "position_reg_unit.pos8[1]"
whs_path_depth = 1
hold_path_class = "reg2reg"

[worst_setup_path]
r2r-start = "tic_tac_toe_controller.current_state[0]"
cp-end-kind = "output pin"
reg2reg_depth = 10
critical_path_class = "reg2out"
max_stage_delay_ps = 530
cp_data_required_time_ps = 2960
crit_chain = "and3_1 -> o22ai_1 -> a21oi_1 -> or3_1 -> a221o_1 -> clkdlybuf4s50_1"
crit_arrival_ps = 2580
cp_max_fo = 10
cp_slowest_cell = "dfrtp_1"
start_kind = "register"
crit_start = "position_reg_unit.pos1[0]"

[final_timing]
setup_tns_ps = 0
worst_slew_pin_slew_ps = 837
unclocked_pins = 3
period_minus_slack_ps = 3320
rsz0062_at_grt = "false"
unconstrained_endpoints = 3
slew_violations = 0
fin_worst_skew_ps = 4.43
fmax_ghz = 0.301
min_period_over_period_pct = 89.7
slew_headroom_pct = 44.1
setup-violations-final = 0
hold_viol = 0

[floorplanning]
die_w_um = 117
rows = 35
dieArea_um2 = 13700
die_h_um = 117
fp_util_pct = 17.8
coreArea_um2 = 9200
io_pins = 32

[clocking]
htreeDepth = 1
insertion_delay_ps = 260
cts_setup_buffers = 0
cts_buffers = 3
clk_path_buf_depth = 2
cts-root-buf = "clkbuf_8"
tritoncts = "yes"
ctsHoldBuffers = 0
ctsResizeCount = 0
cts.reportedPaths.clkPinSlew_ps = 70

[route]
vias_per_cell = 4.83
ant_nets = 0
antenna_cells = 0
routed_wl_mm = 5.14
drt-pass1-iter-count = 4
num_vias = 1555
drc = 0
wl_per_cell_um = 16.0
dr.first_iter.drc_count = 94

[pwr]
power.switching_uw = 257
power_uw = 748
p_int_uw = 491
powerDensity_nw_per_um2 = 363
combinationalPowerShare_pct = 32.2
clkPwrFrac_pct = 22.1
ir_drop_mv = 0.127
cellLeakagePower_nw = 0.860
p_seq_share_pct = 45.7
switching_share_pct = 34.3

[global_route]
grt.busiest_layer = "met2"
overflow = 0
grt_start_max_net_pins = 23
track_usage_pct = 7.79
grt_antenna_before_repair = 0
grt_pass1_wl_mm = 8.51
met3_usage_pct = 2.68
grt_use_met1_pct = 10.2
grt_pass1_vias = 1525
use_met2_pct = 12.4

[outcome]
run_status = "complete, no violations"

[yosys]
ys.flops = 23
syn_avg_cell_area_um2 = 8.68
ys_area_um2 = 1640
ys.flop_type = "dfrtp_1"
yosys_warnings = 3
async_flop_share_pct = 87.0
syn_inst = 189
edf_count = 0
ys_types = 54
ys_cells = 189
syn_area_um2 = 1640

[placement]
io_buffers = 31
place_hpwl_mm = 3.92
globalplace.congestion = 0.947
place_area_um2 = 2000
place_inst = 318

[final_layout]
post-route-cell-area_um2 = 2060
drive_gt1_share_pct = 7.58
final_common_cell = "clkdlybuf4s50_1"
area.growth.synth_to_final_pct = 25.6
final_cell_mix = "clkdlybuf4s50_1, dfrtp_1, nor3_1, nor2_1"
fin_cells = 322
fillers = 985
## metal layers
layer | vias up | share of wire, % | routed length (um)
met5 | - | 0 | 0
met2 | 52 | 47 | 2440
met4 | 0 | 0.45 | 23
met1 | 741 | 41 | 2120
met3 | 2 | 11 | 564
li1 | 760 | - | -
## metrics by stage
step | hold slack [ps] | utilization (%) | worst slack, ps
2_1_floorplan | 527 | - | 1120
3_3_place_gp | 643 | 21.8 | 332
3_5_place_dp | 649 | 21.8 | 309
4_1_cts | 660 | 22.4 | 389
5_1_grt | 720 | 22.4 | 263
6_report | 669 | 22.4 | 380
## area by class of cell
class	count	area, um^2	area share, %
sequential	23	546	26.5
timing repair buffer	31	310	15.1
multi-input combinational	147	987	47.9
clock buffer	4	55.1	2.67
inverter	6	22.5	1.09
tap	111	139	6.74
## critical path, delay by kind of cell (launching register included)
family | cells | cell delay [ps]
buffers and inverters | 1 | 430
flip-flops | 1 | 530
AND-OR/OR-AND | 3 | 650
AND/OR/NAND/NOR | 2 | 730
## cell families after synthesis
kind of cell / synth area share [%]
muxes: 2.75
latches: 2.75
other: 0.229
AOI/OAI and AO/OA: 23.3
DFF: 30.5
and+or+nand+nor: 33.4
buffers and inverters: 7.02
## path summary, 6_finish.rpt
path / endpoint / slack (ps)
worst max-delay path: who[0] / 380
worst min-delay path: position_reg_unit.pos8[1] / 670
min in group asynchronous: position_reg_unit.pos9[0] / 980
worst max register to register: tic_tac_toe_controller.current_state[1] / 1020
worst min register to register: position_reg_unit.pos8[1] / 670
max in group asynchronous: position_reg_unit.pos8[1] / 2190
## power by group through the flow
stage     Sequential (mW)  Combinational [mW]  Clock, mW
4_1_cts             0.340               0.245      0.168
5_1_grt             0.354               0.271      0.182
6_report            0.342               0.241      0.165
## cell usage after synthesis (2+ instances only)
cell      count  area [um^2]
dfrtp_1      20          500
nor3_1       14         70.1
nor2_1       13         48.8
and3_1       11         68.8
nand2_1      11         41.3
nand3_1       9         45.0
inv_1         6         22.5
nor2b_1       6         37.5
o21ai_0       6         30.0
a31oi_1       5         31.3
a41o_1        5         50.1
buf_2         5         25.0
clkbuf_1      5         18.8
a21oi_1       4         20.0
a41oi_1       4         35.0
nand2b_1      4         25.0
o21bai_1      4         30.0
or3_1         4         25.0
buf_6         3         33.8
dlxtn_1       3         45.0
a211oi_1      2         15.0
a21o_1        2         15.0
a221o_1       2         20.0
a31o_1        2         17.5
and2_1        2         12.5
buf_4         2         15.0
mux4_2        2         45.0
nand3b_1      2         15.0
nor4_1        2         12.5
nor4b_1       2         17.5
o21ai_1       2         10.0
o22ai_1       2         12.5
o31ai_1       2         15.0
Power is estimated from default activity; no workload was simulated.
